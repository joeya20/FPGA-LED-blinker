==> /design/flow/design.v <==
module LED_blinker
	#(
		parameter c_max_count_1Hz = 25_000_000,
		parameter c_max_count_5Hz = 10_000_000,
		parameter c_max_count_10Hz = 5_000_000,
		parameter c_max_count_20Hz = 2_500_000
	)
	(
		input 	i_clk,
		input 	i_enable,
		input 	i_select0,
		input 	i_select1,
		output 	o_led
	);
	reg [31:0] r_count = 0;
	reg r_toggle = 1'b0;
	wire [31:0] w_current_max_count;
	always @ (posedge i_clk) begin		
		if(r_count < w_current_max_count-1) begin
			r_count <= r_count + 1;
		end else begin
			r_toggle <= !r_toggle;
			r_count <= 0;
		end
	end
	assign w_current_max_count = i_select1 ? (i_select0 ? c_max_count_20Hz : c_max_count_10Hz) : (i_select0 ? c_max_count_5Hz : c_max_count_1Hz);
	assign o_led = r_toggle & i_enable;
endmodule
module synchronizer 
#(
	c_N = 1
)
(
	input 					i_clk,
	input						i_reset,
	input		[c_N-1:0]	i_D,
	output	[c_N-1:0]	o_Q
);
	reg [c_N-1:0] reg1;
	reg [c_N-1:0] reg2;
	always @ (posedge i_clk or posedge i_reset) begin
		if (i_reset == 1'b1) begin
			reg1 <= 0;
			reg2 <= 0;
		end else begin
			reg1	<= i_D;
			reg2	<= reg1;
		end
	end
	assign o_Q = reg2;
endmodule
module top_level 
	(
		input			 	MAX10_CLK1_50,
		input		[9:0] SW,
		output 	[9:0] LEDR
	);
	wire w_led_state;
	wire [2:0] w_clean_sw;
	synchronizer #(.c_N(3))
		switch_synchronizer
		(
			.i_clk(MAX10_CLK1_50),
			.i_reset(1'b0),
			.i_D(SW[2:0]),
			.o_Q(w_clean_sw)
		);
	LED_blinker blinker_ins0
		(
			.i_clk		(MAX10_CLK1_50),
			.i_enable	(w_clean_sw[2]),
			.i_select0	(w_clean_sw[0]),
			.i_select1	(w_clean_sw[1]),
			.o_led		(w_led_state)
		);
	assign LEDR = {10{w_led_state}};
endmodule
==> /design/flow/run.sh <==
#!/bin/bash
# OpenROAD 26Q1-2900-gdf79404cd8, Yosys 0.63+post, stock flow scripts
make -C /OpenROAD-flow-scripts/flow DESIGN_CONFIG=/design/flow/config.mk WORK_HOME=/design/flow/orfs finish
==> /design/flow/config.mk <==
export PLATFORM = sky130hd
export DESIGN_NAME = top_level
export DESIGN_NICKNAME = top_level
export VERILOG_FILES = /design/flow/design.v
export SDC_FILE = /design/flow/constraint.sdc
export NUM_CORES = 4
export LEC_CHECK = 1
export CORE_UTILIZATION = 40
==> /design/flow/constraint.sdc <==
current_design top_level

set clk_period 4.3
set clk_io_pct 0.2

create_clock -name clk0 -period $clk_period [get_ports {MAX10_CLK1_50}]

set non_clock_inputs [all_inputs -no_clocks]
set_input_delay [expr $clk_period * $clk_io_pct] -clock clk0 $non_clock_inputs
set_output_delay [expr $clk_period * $clk_io_pct] -clock clk0 [all_outputs]
==> flow_metrics.env <==
# yosys + openroad results
export IMPL_outcome="completed"
export IMPL_dr_pass1_iters=4
export IMPL_port_buffers=13
export IMPL_fp_utilization=0.418
export IMPL_routed_wirelength_um=4310
export IMPL_cts_root_buf="clkbuf_8"
export IMPL_final_cells=348
export IMPL_cpMostUsedCell="ha_1"
export IMPL_synth_flops=39
export IMPL_crit_type="register to register"
export IMPL_area_growth_pct=9.41
export IMPL_ys_cells=263
export IMPL_wl_met2_um=1820
export IMPL_reg2reg_to="blinker_ins0.r_toggle"
export IMPL_period_needed_ps=3530
export IMPL_syn_avg_cell_area_um2=9.46
export IMPL_final_layout_top_logic_cell="dfxtp_1"
export IMPL_io_pins=21
export IMPL_rrSetupSlack_ps=770
export IMPL_die_h_um=80.9
export IMPL_ant_nets=0
export IMPL_overflow=0
export IMPL_maxSlewViolCount=0
export IMPL_post_cts_buffers=0
export IMPL_cts_buffers=5
export IMPL_wl_per_cell_um=12.4
export IMPL_cts_hold_buf=0
export IMPL_first_iter_violations=69
export IMPL_final_cell_mix="dfxtp_1, ha_1, nor3_1"
export IMPL_path_cells="inv_1 > ha_1 > nand2_1 > or4_1 > xnor2_1 > ha_1 > nand4_1 > o221ai_1 > o21ai_0 > o211ai_2 > or2_2"
export IMPL_post_place_cells=340
export IMPL_min_path_type="register to register"
export IMPL_post_route_period_util=0.822
export IMPL_synthArstFlopShare=0
export IMPL_path_max_fanout=15
export IMPL_drive_gt1_frac=0.0989
export IMPL_fin_setup_tns_ps=0
export IMPL_ys_flop_type="dfxtp_1"
export IMPL_avgViaCountPerCell=5.10
export IMPL_grt_pass1_vias=1646
export IMPL_finalSetupViolations=0
export IMPL_synthCells=263
export IMPL_core_area_um2=5960
export IMPL_endpoint="blinker_ins0.r_toggle"
export IMPL_cp_start_kind="register"
export IMPL_post_cts_resize_count=0
export IMPL_place_hpwl_um=3090
export IMPL_vias=1776
export IMPL_final_hold_viol_count=0
export IMPL_power_density_nw_per_um2=401
export IMPL_clock_latency_ps=290
export IMPL_edf_count=1
export IMPL_rsz0062_at_grt="no"
export IMPL_p_leak_uw=0.00120
export IMPL_met1_length_um=2320
export IMPL_highest_layer="met4"
export IMPL_cpPeakStageDelay_ps=520
export IMPL_cts_max_level=2
export IMPL_min_path_cells=0
export IMPL_die_w_um=80.9
export IMPL_r2r_start="switch_synchronizer.reg2[0]"
export IMPL_tightest_slew_ps=800
export IMPL_cp_startpoint="switch_synchronizer.reg2[0]"
export IMPL_grt_pass1_wl_um=7650
export IMPL_gp_congestion=0.844
export IMPL_die_area_um2=6540
export IMPL_drv_cap=0
export IMPL_slew_headroom=0.465
export IMPL_synth_distinct_cells=39
export IMPL_critical_path_arrival_ps=3590
export IMPL_ctsLongestPathBuffers=2
export IMPL_ir_drop_uv=279
export IMPL_wl_met3_um=121
export IMPL_clkSinkCount=39
export IMPL_syn_cell_area_um2=2490
export IMPL_hold_worst_slack_ps=329
export IMPL_drc_errors=0
export IMPL_synth_seq_share=0.318
export IMPL_critPathRequiredTime_ps=4350
export IMPL_warning_count=39
export IMPL_grt_start_max_net_pins=20
export IMPL_num_antenna_cells=0
export IMPL_finalClockSkew_ps=9.01
export IMPL_synth_warning_count=2
export IMPL_rows=28
export IMPL_rr_worst_depth=11
export IMPL_yosysChipArea_um2=2490
export IMPL_grt_usage=0.151
export IMPL_slowest_stage="dfxtp_1"
export IMPL_cp_end_kind="register"
export IMPL_antenna_found_initial=0
export IMPL_clock_fmax_mhz=283
export IMPL_cts_tree="built"
export IMPL_clkTransAtPathRegs_ps=80
## stage by stage
stage | instance area [µm²] | worst slack (ps) | total power (µW) | utilization
finish | 2720 | 766 | 1090 | 0.457
global route | 2720 | 439 | 1170 | 0.457
CTS | 2720 | 755 | 1110 | 0.457
detailed placement | 2600 | 766 | 787 | 0.437
global placement | 2600 | 764 | 781 | 0.437
floorplan | 2510 | 1410 | 727 | -
## flip-flops by register name (all words and copies together), names as in the netlist
signal,flops
switch_synchronizer.reg1,3
switch_synchronizer.reg2,3
blinker_ins0.r_count,32
blinker_ins0.r_toggle,1
## power breakdown
group	leakage (µW)	internal [µW]	switching, µW
sequential	0.000321	436	88.3
clock	0.0000612	188	127
combinational	0.000816	127	127
total	0.00120	751	341
## worst min-delay path by stage
stage,from,endpoint
5_1_grt,switch_synchronizer.reg1[2],switch_synchronizer.reg2[2]
4_1_cts,switch_synchronizer.reg1[0],switch_synchronizer.reg2[0]
6_report,switch_synchronizer.reg1[0],switch_synchronizer.reg2[0]
## logic make-up after synthesis
logic type                 count (synthesis)  synth area share
buffers and inverters                     27            0.0719
other                                      1           0.00151
DFF                                       39             0.318
xor gates and xnor gates                  32             0.113
AOI/OAI and AO/OA                         23            0.0599
adders and majority gates                 36             0.181
and+or+nand+nor                          105             0.255
## worst max-delay path: cells and delay by family (launching register included)
| family | cells | cell delay [ps] |
|---|---|---|
| AOI/OAI and AO/OA | 3 | 720 |
| xor gates and xnor gates | 1 | 140 |
| adders and majority gates | 2 | 680 |
| buffers and inverters | 1 | 190 |
| DFF | 1 | 520 |
| and+or+nand+nor | 4 | 1040 |
## routing by layer
metal  up-vias  global-route usage
met5         -                   0
met4         0              0.0250
met3         4              0.0228
met2        18               0.229
met1       810               0.234
li1        944                   -
## synthesized netlist by cell type, types with 2 or more instances
library cell  instances  area, µm²
ha_1                 36        450
nand4_1              11       68.8
nor2_1                7       26.3
dfxtp_1              38        761
nand3_1              14       70.1
o21ai_0               3       15.0
a21oi_1              12       60.1
nor3_2                7       70.1
and3_1                5       31.3
xor2_1               23        201
clkbuf_8              2       27.5
buf_4                13       97.6
nor3_1               25        125
xnor2_1               9       78.8
nor3b_1               2       15.0
nand2_1              17       63.8
and4_1                4       35.0
a21o_1                2       15.0
and2_1                3       18.8
or2_2                 2       12.5
inv_1                 8       30.0
or4_1                 2       15.0
clkbuf_1              2       7.51
## layout make-up
cell class | instances | area (µm²)
inverter | 8 | 30.0
timing repair buffer | 16 | 153
tap | 75 | 93.8
clock buffer | 6 | 82.6
sequential | 39 | 791
clock inverter | 2 | 35.0
multi-input combinational | 202 | 1540
fill | 572 | 3230
Power and IR drop assume default switching activity.
